--- design/flow/design.v ---
module tlc(clk,reset,south_lights_gyr,north_lights_gyr,west_lights_gyr,east_lights_gyr);
parameter STOP_ALL             =5'd0;
parameter SOUTH_TO_ALL         =5'd1;
parameter SOUTH_TO_ALL_YLW     =5'd2;
parameter STOS_ALLTOLEFT       =5'd3;
parameter STOS_ALLTOLEFT_YLW   =5'd4;
parameter WEST_TO_ALL          =5'd5;
parameter WEST_TO_ALL_YLW      =5'd6;
parameter WTOW_ALLTOLEFT       =5'd7;
parameter WTOW_ALLTOLEFT_YLW   =5'd8;
parameter NORTH_TO_ALL         =5'd9;
parameter NORTH_TO_ALL_YLW     =5'd10;
parameter NTON_ALLTOLEFT       =5'd11;
parameter NTON_ALLTOLEFT_YLW   =5'd12;
parameter EAST_TO_ALL          =5'd13;
parameter EAST_TO_ALL_YLW      =5'd14;
parameter ETOE_ALLTOLEFT       =5'd15;
parameter ETOE_ALLTOLEFT_YLW   =5'd16;
parameter PEDESTRIAN           =5'd17;
parameter DELAY_Y_TO_R = 2;    
parameter DELAY_1 = 5;
input clk,reset;
output [11:0] south_lights_gyr;
output [11:0] west_lights_gyr;
output [11:0] north_lights_gyr;
output [11:0] east_lights_gyr;
reg count_reset;
reg [4:0] nxt_st;
reg [4:0] reg_prsnt_st;
reg [3:0] count;
reg [15:0] green;
reg [15:0] red;
reg [15:0] yellow;
assign south_lights_gyr={green[15:12],yellow[15:12],red[15:12]};
assign west_lights_gyr={green[11:8],yellow[11:8],red[11:8]};
assign north_lights_gyr={green[7:4],yellow[7:4],red[7:4]};
assign east_lights_gyr={green[3:0],yellow[3:0],red[3:0]};
always@(posedge clk)
begin
if(!reset)
count<=0;
else if (count_reset==1'b1)
count<=0;
else
count<=count+1;
end
always@(posedge clk)
begin
if(!reset)
reg_prsnt_st<=STOP_ALL;
else
reg_prsnt_st<=nxt_st;
end
always@(reg_prsnt_st or count)
begin
if (reg_prsnt_st==STOP_ALL && count==DELAY_1)
begin
nxt_st=SOUTH_TO_ALL;
count_reset=1;
end
else if (reg_prsnt_st==SOUTH_TO_ALL && count==DELAY_1)
begin
nxt_st=SOUTH_TO_ALL_YLW;
count_reset=1;
end
else if (reg_prsnt_st==SOUTH_TO_ALL_YLW && count==DELAY_Y_TO_R)
begin
nxt_st=STOS_ALLTOLEFT;
count_reset=1;
end
else if (reg_prsnt_st==STOS_ALLTOLEFT && count==DELAY_1)
begin
nxt_st=STOS_ALLTOLEFT_YLW;
count_reset=1;
end
else if (reg_prsnt_st==STOS_ALLTOLEFT_YLW && count==DELAY_1)
begin
nxt_st=WEST_TO_ALL;
count_reset=1;
end
else if (reg_prsnt_st==WEST_TO_ALL && count==DELAY_1)
begin
nxt_st=WEST_TO_ALL_YLW;
count_reset=1;
end
else if (reg_prsnt_st==WEST_TO_ALL_YLW && count==DELAY_Y_TO_R)
begin
nxt_st=WTOW_ALLTOLEFT;
count_reset=1;
end
else if (reg_prsnt_st==WTOW_ALLTOLEFT && count==DELAY_1)
begin
nxt_st=WTOW_ALLTOLEFT_YLW;
count_reset=1;
end
else if (reg_prsnt_st==WTOW_ALLTOLEFT_YLW && count==DELAY_1)
begin
nxt_st=NORTH_TO_ALL;
count_reset=1;
end
else if (reg_prsnt_st==NORTH_TO_ALL && count==DELAY_1)
begin
nxt_st=NORTH_TO_ALL_YLW;
count_reset=1;
end
else if (reg_prsnt_st==NORTH_TO_ALL_YLW && count==DELAY_Y_TO_R)
begin
nxt_st=NTON_ALLTOLEFT;
count_reset=1;
end
else if (reg_prsnt_st==NTON_ALLTOLEFT && count==DELAY_1)
begin
nxt_st=NTON_ALLTOLEFT_YLW;
count_reset=1;
end
else if (reg_prsnt_st==NTON_ALLTOLEFT_YLW && count==DELAY_1)
begin
nxt_st=EAST_TO_ALL;
count_reset=1;
end
else if (reg_prsnt_st==EAST_TO_ALL && count==DELAY_1)
begin
nxt_st=EAST_TO_ALL_YLW;
count_reset=1;
end
else if (reg_prsnt_st==EAST_TO_ALL_YLW && count==DELAY_Y_TO_R)
begin
nxt_st=ETOE_ALLTOLEFT;
count_reset=1;
end
else if (reg_prsnt_st==ETOE_ALLTOLEFT && count==DELAY_1)
begin
nxt_st=ETOE_ALLTOLEFT_YLW;
count_reset=1;
end
else if (reg_prsnt_st==ETOE_ALLTOLEFT_YLW && count==DELAY_Y_TO_R)
begin
nxt_st=PEDESTRIAN;
count_reset=1;
end
else if (reg_prsnt_st==PEDESTRIAN && count==DELAY_1)
begin
nxt_st=SOUTH_TO_ALL;
count_reset=1;
end
else
begin
nxt_st=reg_prsnt_st;
count_reset=0;
end
end
always@(*)
begin
if(reg_prsnt_st==STOP_ALL)
begin
green[15:0]=16'h0000;
red[15:0]=16'h1111;
yellow[15:0]=16'h0000;
end
else if(reg_prsnt_st==SOUTH_TO_ALL)
begin
green[15:0]=16'hF000;
red[15:0]=16'h0FFF;
yellow[15:0]=16'h0000;
end
else if(reg_prsnt_st==SOUTH_TO_ALL_YLW)
begin
green[15:0]=16'h9888;
red[15:0]=16'h0777;
yellow[15:0]=16'h6000;
end
else if(reg_prsnt_st==STOS_ALLTOLEFT)
begin
green[15:0]=16'h9888;
red[15:0]=16'h6777;
yellow[15:0]=16'h0000;
end
else if(reg_prsnt_st==STOS_ALLTOLEFT_YLW)
begin
green[15:0]=16'h0F00;
red[15:0]=16'h6077;
yellow[15:0]=16'h9088;
end
else if(reg_prsnt_st==WEST_TO_ALL)
begin
green[15:0]=16'h0F00;
red[15:0]=16'hF0FF;
yellow[15:0]=16'h0000;
end
else if(reg_prsnt_st==WEST_TO_ALL_YLW)
begin
green[15:0]=16'h8988;
red[15:0]=16'h7077;
yellow[15:0]=16'h0600;
end
else if(reg_prsnt_st==WTOW_ALLTOLEFT)
begin
green[15:0]=16'h8988;
red[15:0]=16'h7677;
yellow[15:0]=16'h0000;
end
else if(reg_prsnt_st==WTOW_ALLTOLEFT_YLW)
begin
green[15:0]=16'h00F0;
red[15:0]=16'h7607;
yellow[15:0]=16'h8908;
end
else if(reg_prsnt_st==NORTH_TO_ALL)
begin
green[15:0]=16'h00F0;
red[15:0]=16'hFF0F;
yellow[15:0]=16'h0000;
end
else if(reg_prsnt_st==NORTH_TO_ALL_YLW)
begin
green[15:0]=16'h8898;
red[15:0]=16'h7707;
yellow[15:0]=16'h0060;
end
else if(reg_prsnt_st==NTON_ALLTOLEFT)
begin
green[15:0]=16'h8898;
red[15:0]=16'h7767;
yellow[15:0]=16'h0000;
end
else if(reg_prsnt_st==NTON_ALLTOLEFT_YLW)
begin
green[15:0]=16'h000F;
red[15:0]=16'h7760;
yellow[15:0]=16'h8890;
end
else if(reg_prsnt_st==EAST_TO_ALL)
begin
green[15:0]=16'h000F;
red[15:0]=16'hFFF0;
yellow[15:0]=16'h0000;
end
else if(reg_prsnt_st==EAST_TO_ALL_YLW)
begin
green[15:0]=16'h8889;
red[15:0]=16'h7770;
yellow[15:0]=16'h0006;
end
else if(reg_prsnt_st==ETOE_ALLTOLEFT)
begin
green[15:0]=16'h8889;
red[15:0]=16'h7776;
yellow[15:0]=16'h0000;
end
else if(reg_prsnt_st==ETOE_ALLTOLEFT_YLW)
begin
green[15:0]=16'h0000;
red[15:0]=16'h7776;
yellow[15:0]=16'h8889;
end
else if(reg_prsnt_st==PEDESTRIAN)
begin
green[15:0]=16'h0000;
red[15:0]=16'hFFFF;
yellow[15:0]=16'h0000;
end
else
begin
green[15:0]=16'h0000;
red[15:0]=16'hFFFF;
yellow[15:0]=16'h0000;
end
end
endmodule
--- design/flow/run.sh ---
#!/bin/bash
# OpenROAD 26Q1-2900-gdf79404cd8, Yosys 0.63+post, stock flow scripts
make -C /OpenROAD-flow-scripts/flow DESIGN_CONFIG=/design/flow/config.mk WORK_HOME=/design/flow/orfs finish
--- design/flow/config.mk ---
export PLATFORM = sky130hd
export DESIGN_NAME = tlc
export DESIGN_NICKNAME = tlc
export VERILOG_FILES = /design/flow/design.v
export SDC_FILE = /design/flow/constraint.sdc
export NUM_CORES = 4
export LEC_CHECK = 1
export CORE_UTILIZATION = 30
--- design/flow/constraint.sdc ---
current_design tlc

set clk_period 5.9
set clk_io_pct 0.2

create_clock -name clk0 -period $clk_period [get_ports {clk}]

set non_clock_inputs [all_inputs -no_clocks]
set_input_delay [expr $clk_period * $clk_io_pct] -clock clk0 $non_clock_inputs
set_output_delay [expr $clk_period * $clk_io_pct] -clock clk0 [all_outputs]
==> results_dict.tcl <==
# yosys + openroad results
set metrics [dict create \
    status "complete, no violations" \
    drtAntennaViolNets 0 \
    p_leak_nw 0.815 \
    grt_pass1_vias 1582 \
    holdPathStages 1 \
    fillers 532 \
    yosys-stat-cells 226 \
    path_common_cell "nor3_1" \
    cts_max_level 1 \
    worst_ep_required_time_ps 4720 \
    ys_seq_share_pct 26.4 \
    cp-end-kind "primary output" \
    grtUsageTotal_pct 16.5 \
    rsz0062_at_grt "false" \
    netlist_instances 226 \
    fin_crit_sh_pct 63.1 \
    powerDensity_nw_per_um2 135 \
    warnings 27 \
    logic_area_sq_um 1010 \
    overflow 0 \
    grtUsageMet2_pct 25.8 \
    timing.hold.ws_ps 536 \
    maxCapViolations 0 \
    ys_seq_elements 22 \
    finalWirelength_microns 4550 \
    clock_path_buffers 2 \
    ys_chip_area_sq_um 1670 \
    drc_errors 0 \
    initCoreUtil_pct 31.8 \
    avgSynthCellArea_sq_um 7.37 \
    fp.dieW_microns 76.5 \
    worstPathCellList "or2_2, nor3_1, nand2_1, nor3_1, clkdlybuf4s50_1" \
    cp_top_family "simple AND/OR/NAND/NOR gates" \
    flop_area_sq_um 440 \
    critPathMaxStageDelay_ps 500 \
    fin_tns_setup_ps 0 \
    synth.distinct_cells 46 \
    first_pass_iters 5 \
    via_per_inst 5.38 \
    startpoint_type "register" \
    fin_crit_ps 3720 \
    reg2reg_depth 7 \
    dp.cells 314 \
    wl_per_cell_microns 14.4 \
    met1_usage_pct 25.1 \
    antenna_found_initial 0 \
    slowest_stage "clkdlybuf4s50_1" \
    busiest_layer "met2" \
    clk_latency_ps 260 \
    critPathArrivalTime_ps 2540 \
    hold_viol 0 \
    grt_max_degree 15 \
    port_buffers 49 \
    ys.flop_type "dfxtp_1" \
    diodes 0 \
    cts_buffers 3 \
    tightest_slew_ps 719 \
    chip_area_sq_um 5850 \
    slew_headroom_pct 51.8 \
    maxSlewViolCount 0 \
    place_congestion 0.823 \
    drt_iter0_drc 119 \
    hp-class "reg -> reg" \
    finalNonFillerCells 317 \
    synth-edff-count 0 \
    row_count 26 \
    die_h_microns 76.5 \
    clk_pin_slew_worst_paths_ps 70 \
    ioPinCount 50 \
    ctsResizeCount 0 \
    hpwl_microns 3520 \
    path_depth 5 \
    finClkSkew_ps 3.79 \
    vias 1707 \
    netlist_area_sq_um 1670 \
    path_class "reg -> out" \
    yosysWarnings 1 \
    post_cts_buffers 0 \
    hold_buffers 0 \
    critPathBufInv 1 \
    vdd_drop_max_mv 0.124 \
    clock_sinks 22 \
    drive_gt1_share_pct 4.05 \
    cts-root-buf "clkbuf_8" \
    syn_to_final_growth_pct 27.2 \
    placed_area_sq_um 2080 \
    setup_viol 0 \
    core-area_sq_um 5240 \
    crit_path_max_fanout 13 \
    power_w 0.000286 \
    grt_use_met3_pct 2.07 \
    max_freq_ghz 0.269 \
    async_flop_share_pct 0 \
    grt_pass1_wl_microns 7940 \
    design_area_sq_um 2120 \
    tritoncts "built" \
]
-- cell usage in the layout (no fill, tap or decap), types with 2 or more instances in the layout --
| master | Yosys | layout |
|---|---|---|
| a21o_1 | 2 | 2 |
| a21oi_1 | 10 | 10 |
| a221o_1 | 2 | 2 |
| a22o_1 | 5 | 5 |
| a22oi_1 | 4 | 4 |
| a31oi_1 | 4 | 4 |
| a32o_1 | 6 | 6 |
| a32oi_1 | 3 | 3 |
| and2_1 | 2 | 2 |
| and2b_1 | 2 | 2 |
| and3_1 | 5 | 5 |
| clkbuf_8 | 0 | 3 |
| clkdlybuf4s50_1 | 0 | 49 |
| dfxtp_1 | 22 | 22 |
| ha_1 | 3 | 3 |
| inv_1 | 10 | 10 |
| nand2_1 | 16 | 16 |
| nand2b_1 | 3 | 3 |
| nand3_1 | 5 | 5 |
| nor2_1 | 29 | 29 |
| nor3_1 | 10 | 10 |
| nor4_1 | 9 | 9 |
| nor4b_1 | 2 | 2 |
| o211ai_1 | 2 | 2 |
| o21ai_0 | 10 | 10 |
| o31ai_1 | 2 | 2 |
| or2_2 | 2 | 2 |
| or3_1 | 5 | 5 |
| or4_1 | 3 | 3 |
| xnor2_1 | 2 | 2 |
-- synth_stat cells, types with 2 or more instances --
cell      number  area share [%]
and3_1         5             1.9
a21oi_1       10             3.0
inv_1         10             2.3
a22oi_1        4             1.8
nand2b_1       3             1.1
nand3_1        5             1.5
a221o_1        2             1.2
a32o_1         6             3.6
or4_1          3             1.4
or2_2          2            0.75
nor4b_1        2             1.1
nor3_1        10             3.0
a31oi_1        4             1.5
nand2_1       16             3.6
or3_1          5             1.9
nor2_1        29             6.5
buf_4         14             6.3
a21o_1         2            0.90
dfxtp_1       22              26
clkbuf_1      16             3.6
nor4_1         9             3.4
and2_1         2            0.75
o31ai_1        2            0.90
ha_1           3             2.3
xnor2_1        2             1.1
a32oi_1        3             1.6
a22o_1         5             2.6
o211ai_1       2            0.90
o21ai_0       10             3.0
and2b_1        2            0.90
-- registers in the layout, indices dropped and copies added (netlist names) --
signal,flops
count,4
reg_prsnt_st,18
-- logic make-up (layout without fill, tap and decap cells) --
family | count (synthesis) | in the layout | synth area share (%)
AOI/OAI and AO/OA | 55 | 55 | 24.6
DFF | 22 | 22 | 26.4
adders and majority gates | 3 | 3 | 2.25
xor gates and xnor gates | 2 | 2 | 1.05
buffers and inverters | 42 | 63 | 12.7
and+or+nand+nor | 102 | 102 | 33.0
-- worst register-to-register path, delay by kind of cell, from the launching register on --
family / cells / cell delay (ps)
AOI/OAI and AO/OA: 2 / 820
adders and majority gates: 1 / 230
buffers and inverters: 1 / 60
DFF: 1 / 380
and+or+nand+nor: 3 / 1220
-- per-layer routing --
layer / routed length [microns] / up-vias
met5: 0 / -
met4: 46 / 0
met3: 243 / 6
met2: 2050 / 62
met1: 2210 / 783
li1: - / 856
-- power breakdown --
group          switching [W]  total [W]  internal, W
clock network      0.0000457  0.0000913    0.0000455
registers         0.00000529   0.000156     0.000151
logic              0.0000184  0.0000387    0.0000202
total              0.0000695   0.000286     0.000217
-- metrics by stage --
step | util (%) | worst slack [ps]
3_5_place_dp | 39.7 | 2450
3_3_place_gp | 39.7 | 2480
4_1_cts | 40.4 | 2160
5_1_grt | 40.4 | 1860
2_1_floorplan | - | 2960
6_report | 40.4 | 2180
-- final cells by class --
type,instances,share of cell area [%]
sequential,22,20.8
clock buffer,3,1.95
multi-input combinational,162,47.8
inverter,10,1.77
tap,70,4.13
timing repair buffer,50,23.5
-- final timing paths --
check | slack [ps] | to | from
worst max-delay path | 2180 | east_lights_gyr[10] | reg_prsnt_st[0]
worst min-delay path | 540 | count[0] | count[0]
worst max register to register | 3130 | reg_prsnt_st[2] | count[1]
worst min register to register | 540 | count[0] | count[0]
Power is estimated from default activity; no workload was simulated.
